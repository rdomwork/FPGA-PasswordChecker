===== flow/design.v =====
module PasswordChecker(input  logic key, reset,
					   input  logic [17:0] s,
					   output logic [17:0] LED,
					   output logic [6:0] seg0, seg1, seg2, seg3, seg4, seg5, seg6, seg7);
bit unlocked;		   
logic [3:0] n1, n2, n3, n4;
logic [4:0] account;
int b_active;
logic [15:0] password_attempt;
assign n1 = s[3:0];
assign n2 = s[7:4];
assign n3 = s[11:8];
assign n4 = s[15:12];
assign password_attempt = {n4, n3, n2, n1};
assign LED = s;
assign b_active = (n1[3] + n1[2] + n1[1] + n1[0] + n2[3] + n2[2] + n2[1] + n2[0] +n3[3] + n3[2] + n3[1] + n3[0] + n4[3] + n4[2] + n4[1] + n4[0]);
changing_sevenSeg segment_display(unlocked, b_active, n1, n2, n3, n4, account, seg0, seg1, seg2, seg3, seg4, seg5, seg6, seg7);
always_ff @ (posedge key, posedge reset)
	if(reset)
	begin
		unlocked <= 0;
		account <= 16;
	end
	else
	begin
	case(password_attempt)
	(16'hef93):begin
			   unlocked <= 1;
			   account <= 0;
			   end
	(16'h459a):begin
			  unlocked <= 1;
			  account <= 1;
			  end
	(16'h649b):begin
			  unlocked <= 1;
			  account <= 2;
			  end
	(16'hc9c9):begin
			  unlocked <= 1;
			  account <= 3;
			  end
	(16'hc35f):begin
			  unlocked <= 1;
			  account <= 4;
			  end
	(16'hf42a):begin
			  unlocked <= 1;
			  account <= 5;
			  end
	(16'hbaba):begin
			  unlocked <= 1;
			  account <= 6;
			  end
	(16'habab):begin
			  unlocked <= 1;
			  account <= 7;
			  end
	(16'h8973):begin
			  unlocked <= 1;
			  account <= 8;
			  end
	(16'h9090):begin
			  unlocked <= 1;
			  account <= 9;
			  end
	(16'h80a1):begin
			  unlocked <= 1;
			  account <= 10;
			  end
	(16'hdaff):begin
			  unlocked <= 1;
			  account <= 11;
			  end
	(16'hcdef):begin
			  unlocked <= 1;
			  account <= 12;
			  end
	(16'habcd):begin
			  unlocked <= 1;
			  account <= 13;
			  end
	(16'h0202):begin
			  unlocked <= 1;
			  account <= 14;
			  end
	(16'h0001):begin
			  unlocked <= 1;
			  account <= 15;
			  end
	default:  begin
			  unlocked <= 0;
			  account <= 16;
			  end
	endcase
	end
endmodule
module changing_sevenSeg(input  logic unlocked,
					     input  int b_active,
						 input  logic [3:0] n1, n2, n3, n4,
						 input  logic [4:0] account,
						 output logic [6:0] seg0, seg1, seg2, seg3, seg4, seg5, seg6, seg7);
	always_comb
	case (account)
	(4'b0000):	seg7 = 7'b100_0000;
	(4'b0001):	seg7 = 7'b111_1001;
	(4'b0010):	seg7 = 7'b010_0100;
	(4'b0011):	seg7 = 7'b011_0000;
	(4'b0100):	seg7 = 7'b001_1001;
	(4'b0101):	seg7 = 7'b001_0010;
	(4'b0110):	seg7 = 7'b000_0010;
	(4'b0111):	seg7 = 7'b111_1000;
	(4'b1000):	seg7 = 7'b000_0000;
	(4'b1001):	seg7 = 7'b001_1000;
	(4'b1010):	seg7 = 7'b000_1000;
	(4'b1011):	seg7 = 7'b000_0011;
	(4'b1100):	seg7 = 7'b010_0111;
	(4'b1101):	seg7 = 7'b010_0001;
	(4'b1110):	seg7 = 7'b000_0110;
	(4'b1111):	seg7 = 7'b000_1110;
	default:	seg7 = 7'b011_1111;
	endcase
	always_comb
	case (n1)
	(4'b0000):	seg0 = 7'b100_0000;
	(4'b0001):	seg0 = 7'b111_1001;
	(4'b0010):	seg0 = 7'b010_0100;
	(4'b0011):	seg0 = 7'b011_0000;
	(4'b0100):	seg0 = 7'b001_1001;
	(4'b0101):	seg0 = 7'b001_0010;
	(4'b0110):	seg0 = 7'b000_0010;
	(4'b0111):	seg0 = 7'b111_1000;
	(4'b1000):	seg0 = 7'b000_0000;
	(4'b1001):	seg0 = 7'b001_1000;
	(4'b1010):	seg0 = 7'b000_1000;
	(4'b1011):	seg0 = 7'b000_0011;
	(4'b1100):	seg0 = 7'b010_0111;
	(4'b1101):	seg0 = 7'b010_0001;
	(4'b1110):	seg0 = 7'b000_0110;
	(4'b1111):	seg0 = 7'b000_1110;
	default:	seg0 = 7'b000_0000;
	endcase
	always_comb
	case (n2)
	(4'b0000):	seg1 = 7'b100_0000;
	(4'b0001):	seg1 = 7'b111_1001;
	(4'b0010):	seg1 = 7'b010_0100;
	(4'b0011):	seg1 = 7'b011_0000;
	(4'b0100):	seg1 = 7'b001_1001;
	(4'b0101):	seg1 = 7'b001_0010;
	(4'b0110):	seg1 = 7'b000_0010;
	(4'b0111):	seg1 = 7'b111_1000;
	(4'b1000):	seg1 = 7'b000_0000;
	(4'b1001):	seg1 = 7'b001_1000;
	(4'b1010):	seg1 = 7'b000_1000;
	(4'b1011):	seg1 = 7'b000_0011;
	(4'b1100):	seg1 = 7'b010_0111;
	(4'b1101):	seg1 = 7'b010_0001;
	(4'b1110):	seg1 = 7'b000_0110;
	(4'b1111):	seg1 = 7'b000_1110;
	default:	seg1 = 7'b000_0000;
	endcase
	always_comb
	case (n3)
	(4'b0000):	seg2 = 7'b100_0000;
	(4'b0001):	seg2 = 7'b111_1001;
	(4'b0010):	seg2 = 7'b010_0100;
	(4'b0011):	seg2 = 7'b011_0000;
	(4'b0100):	seg2 = 7'b001_1001;
	(4'b0101):	seg2 = 7'b001_0010;
	(4'b0110):	seg2 = 7'b000_0010;
	(4'b0111):	seg2 = 7'b111_1000;
	(4'b1000):	seg2 = 7'b000_0000;
	(4'b1001):	seg2 = 7'b001_1000;
	(4'b1010):	seg2 = 7'b000_1000;
	(4'b1011):	seg2 = 7'b000_0011;
	(4'b1100):	seg2 = 7'b010_0111;
	(4'b1101):	seg2 = 7'b010_0001;
	(4'b1110):	seg2 = 7'b000_0110;
	(4'b1111):	seg2 = 7'b000_1110;
	default:	seg2 = 7'b000_0000;
	endcase
	always_comb
	case (n4)
	(4'b0000):	seg3 = 7'b100_0000;
	(4'b0001):	seg3 = 7'b111_1001;
	(4'b0010):	seg3 = 7'b010_0100;
	(4'b0011):	seg3 = 7'b011_0000;
	(4'b0100):	seg3 = 7'b001_1001;
	(4'b0101):	seg3 = 7'b001_0010;
	(4'b0110):	seg3 = 7'b000_0010;
	(4'b0111):	seg3 = 7'b111_1000;
	(4'b1000):	seg3 = 7'b000_0000;
	(4'b1001):	seg3 = 7'b001_1000;
	(4'b1010):	seg3 = 7'b000_1000;
	(4'b1011):	seg3 = 7'b000_0011;
	(4'b1100):	seg3 = 7'b010_0111;
	(4'b1101):	seg3 = 7'b010_0001;
	(4'b1110):	seg3 = 7'b000_0110;
	(4'b1111):	seg3 = 7'b000_1110;
	default:	seg3 = 7'b000_0000;
	endcase
	assign seg5 = 7'b000_0011;
	always_comb
	case (b_active)
	(4'b0000):	seg4 = 7'b100_0000;
	(4'b0001):	seg4 = 7'b111_1001;
	(4'b0010):	seg4 = 7'b010_0100;
	(4'b0011):	seg4 = 7'b011_0000;
	(4'b0100):	seg4 = 7'b001_1001;
	(4'b0101):	seg4 = 7'b001_0010;
	(4'b0110):	seg4 = 7'b000_0010;
	(4'b0111):	seg4 = 7'b111_1000;
	(4'b1000):	seg4 = 7'b000_0000;
	(4'b1001):	seg4 = 7'b001_1000;
	(4'b1010):	seg4 = 7'b000_1000;
	(4'b1011):	seg4 = 7'b000_0011;
	(4'b1100):	seg4 = 7'b010_0111;
	(4'b1101):	seg4 = 7'b010_0001;
	(4'b1110):	seg4 = 7'b000_0110;
	(4'b1111):	seg4 = 7'b000_1110;
	default:	seg4 = 7'b000_0000;
	endcase
	always_comb
	case (unlocked)
	1'b0:		seg6 = 7'b100_0111;
	1'b1:		seg6 = 7'b100_0001;
	default:    seg6 = 7'b100_0000;
	endcase
endmodule
module PasswordChecker_wrapper(input  logic [3:0] KEY,
							   input  logic [17:0] SW,
							   output logic [17:0] LEDR,
							   output logic [6:0] HEX0, HEX1, HEX2, HEX3, HEX4, HEX5, HEX6, HEX7);
PasswordChecker pw(~KEY[0], ~KEY[3], SW, LEDR, HEX0, HEX1, HEX2, HEX3, HEX4, HEX5, HEX6, HEX7);
endmodule

===== flow/run.sh =====
#!/bin/bash
# OpenROAD 26Q1-2900-gdf79404cd8, Yosys 0.63+post, stock flow scripts
make -C /OpenROAD-flow-scripts/flow DESIGN_CONFIG=/design/flow/config.mk WORK_HOME=/design/flow/orfs finish

===== flow/config.mk =====
export PLATFORM = sky130hd
export DESIGN_NAME = PasswordChecker_wrapper
export DESIGN_NICKNAME = PasswordChecker_wrapper
export VERILOG_FILES = /design/flow/design.v
export SDC_FILE = /design/flow/constraint.sdc
export NUM_CORES = 4
export LEC_CHECK = 1
export CORE_UTILIZATION = 30

===== flow/constraint.sdc =====
current_design PasswordChecker_wrapper

set clk_period 10.8
set clk_io_pct 0.2

create_clock -name clk0 -period $clk_period

set non_clock_inputs [all_inputs -no_clocks]
set_input_delay [expr $clk_period * $clk_io_pct] -clock clk0 $non_clock_inputs
set_output_delay [expr $clk_period * $clk_io_pct] -clock clk0 [all_outputs]

==> run_results.csv <==
group,metric,value,unit
detailed_routing,drt_iter0_markers,202,
timing,setup_violations,0,
global_routing,first_global_vias,2332,
die,dieArea,9550,um2
power,power_leakage,0.00147,uW
flow_run,warnings,63,
detailed_routing,vias_per_cell,4.95,
place,hpwl,5.38,mm
die,fp.dieH,97.7,um
detailed_routing,ant_nets,0,
logic_synthesis,ys_cells,370,
logic_synthesis,numSynthFlops,6,
finish,mostFrequentLayoutCells,"clkdlybuf4s50_1, ha_1, nand2_1",
setup_path,arrival,8060,ps
timing,max-slew-margin-rel,54.6,%
logic_synthesis,ys.flop_type,"dfrtn_1",
global_routing,grt_max_degree,24,
logic_synthesis,async_reset_ff_share,100,%
detailed_routing,post_drt_wl_per_cell,12.7,um
timing,unclocked_pins,6,
finish,final_layout_size_suffix_gt1_share,5.26,%
place,gp_congestion,0.954,
die,fp_util,31.2,%
timing,rsz0062_at_grt,"no",
timing,worst_pin_slew,676,ps
logic_synthesis,synth_cell_types,62,
min_path,min_from,"SW[16]",
detailed_routing,drtPass1Iterations,26,
detailed_routing,drt_wl_total,6.66,mm
die,rows,34,
cts,post_cts_buffers,0,
finish,mostFrequentLayoutCell,"clkdlybuf4s50_1",
finish,area_growth,24.8,%
logic_synthesis,yosys_area,2750,um2
power,irDropWorstVdd,293,uV
global_routing,grt_pass1_wl,11.1,mm
min_path,min_to,"LEDR[16]",
global_routing,grt_usage,13.9,%
global_routing,antenna_found_initial,0,
setup_path,critPathLaunchType,"primary input",
die,die-width,97.7,um
detailed_routing,vias,2602,
setup_path,path_max_fanout,11,
cts,ctsResizeCount,0,
die,core_area,8810,um2
logic_synthesis,synth.cell_area,2750,um2
power,p_total,513,uW
cts,cts_hold_buf,0,
timing,hold_viol_final,0,
timing,min_period,10220,ps
run_status,status,"completed",
logic_synthesis,avgSynthCellArea,7.43,um2
min_path,hp-class,"in2out",
place,numPortBuffers,78,
global_routing,gr-total-overflow,0,
flow_run,cap_violations,0,
setup_path,crit_type,"in2out",
timing,untimed_endpoints,15,
timing,tns,0,ps
power,power_density,150,nW/um2
detailed_routing,n_antenna_cell,0,
logic_synthesis,edf_count,0,
timing,max_freq,0.0979,GHz
logic_synthesis,yosysWarnings,2,
logic_synthesis,syn_inst,370,
detailed_routing,drc_errors,0,
timing,fin_crit_sh,94.6,%
logic_synthesis,ys_seq_share,5.51,%
setup_path,critPathRequiredTime,8640,ps
die,io_pins,96,
setup_path,cp-end-kind,"output port",
min_path,worstHoldPathCells,0,
timing,drv_slew,0,
worst max-delay path by stage:
stage         start      end  depth (start not counted)
CTS           SW[3]  HEX4[3]                         20
finish        SW[3]  HEX4[3]                         20
global route  SW[3]  HEX4[3]                         20
cells in the mapped netlist (all sizes together) (2+ instances only):
cell	n	area, um2
a211oi	3	22.5
nor4b	2	17.5
and4b	2	20.0
nor4bb	2	26.3
nand2b	3	18.8
or4	2	18.8
nand2	35	131
mux4	5	113
nor2	34	128
nand3b	2	15.0
clkbuf	9	33.8
a21oi	22	110
a31o	2	17.5
nor2b	9	56.3
o31ai	3	22.5
xnor2	3	26.3
inv	34	128
nor4	3	18.8
o22ai	2	12.5
buf	38	292
a31oi	3	18.8
ha	40	500
fa	10	200
a211o	3	26.3
nand3	13	65.1
or3	4	25.0
mux2i	11	110
dfrtn	5	125
o21a	2	15.0
nor3	9	45.0
nand4bb	2	22.5
o211ai	3	22.5
nand4	4	25.0
conb	2	7.51
o21ai	21	109
and3	4	25.0
area by class of cell:
| class | instances | area (um2) |
|---|---|---|
| fill | 871 | 5380 |
| inverter | 35 | 131 |
| multi-input combinational | 292 | 2180 |
| sequential | 6 | 151 |
| tap | 108 | 135 |
| timing repair buffer | 85 | 833 |
logic make-up after synthesis:
family / after synthesis / share of synthesized area [%]
other cells: 2 / 0.273
mux: 17 / 8.52
compound gates: 74 / 16.8
flops: 6 / 5.51
buf+inv: 82 / 16.6
fa+ha+maj: 50 / 25.5
simple gates: 135 / 25.5
xor+xnor: 4 / 1.28
layer usage:
layer	up-vias	GRT usage (%)	share of wire, %
met3	4	1.24	4.9
met4	0	1.05	0.71
li1	1335	-	-
met5	-	0	0
met1	1182	20.5	47
met2	81	23.5	47
report_power, final:
group	switching (uW)	internal (uW)	total, uW
combinational	241	271	512
sequential	0.0104	1.16	1.17
clock	0	0	0
critical path, cell delays in order:
cell,delay (ps)
clkdlybuf4s50_1,480
clkinv_1,200
ha_1,340
inv_1,40
fa_1,490
inv_1,60
fa_1,470
fa_1,510
inv_1,50
fa_1,490
fa_1,190
inv_1,70
fa_1,650
inv_1,160
ha_1,520
mux2i_1,230
o2111ai_1,110
a21o_1,170
a41oi_1,180
clkdlybuf4s50_1,490
per-stage QoR:
step	hold slack [ps]	instance area [um2]	worst slack (ps)	instances	util [%]
2_1_floorplan	4350	2790	1520	380	-
5_1_grt	4320	3430	149	526	38.9
6_report	4320	3430	583	526	38.9
3_5_place_dp	4320	3430	548	526	38.9
3_3_place_gp	4320	3430	540	526	38.9
4_1_cts	4320	3430	521	526	38.9
flip-flops by register name (all words and copies together), names as in the netlist:
name / cells
pw.account: 5
pw.unlocked: 1
Power is estimated from default activity; no workload was simulated.
